**/design/flow/design.v**
```verilog
`timescale 1ns / 1ps
module Data_Memory(
	input wire d_we, mem_clk,
	input wire [7:0] d_addr,
	input wire [15:0] d_dataout,
	output wire [15:0] d_datain
    );
reg [15:0] Memory[255:0];
assign d_datain = Memory[d_addr];
initial
begin
Memory[8'b0000_0000] = 16'hfffd;
Memory[8'b0000_0001] = 16'h0004;
Memory[8'b0000_0010] = 16'h0005;
Memory[8'b0000_0011] = 16'hc369;
Memory[8'b0000_0100] = 16'h69c3;
Memory[8'b0000_0101] = 16'h0041;
Memory[8'b0000_0110] = 16'hffff;
Memory[8'b0000_0111] = 16'h0001;
Memory[8'b0000_1000] = 16'h0000;
Memory[8'b0000_1001] = 16'h0000;
Memory[8'b0000_1010] = 16'h0000;
Memory[8'b0000_1011] = 16'h0000;
Memory[8'b0000_1100] = 16'h0000;
Memory[8'b0000_1101] = 16'h0000;
Memory[8'b0000_1110] = 16'h0000;
Memory[8'b0000_1111] = 16'h0000;
end
always @ (posedge mem_clk)
begin
	if(d_we)	Memory[d_addr] = d_dataout;
end
endmodule
```
**/design/flow/config.mk**
```make
export PLATFORM = sky130hd
export DESIGN_NAME = Data_Memory
export DESIGN_NICKNAME = Data_Memory
export VERILOG_FILES = /design/flow/design.v
export SDC_FILE = /design/flow/constraint.sdc
export NUM_CORES = 4
export LEC_CHECK = 1
export CORE_UTILIZATION = 30
```
**/design/flow/run.sh**
```bash
#!/bin/bash
# OpenROAD 26Q1-2900-gdf79404cd8, Yosys 0.63+post, stock flow scripts
make -C /OpenROAD-flow-scripts/flow DESIGN_CONFIG=/design/flow/config.mk WORK_HOME=/design/flow/orfs finish
```
**/design/flow/constraint.sdc**
```tcl
current_design Data_Memory

set clk_period 20.3
set clk_io_pct 0.2

create_clock -name clk0 -period $clk_period [get_ports {mem_clk}]

set non_clock_inputs [all_inputs -no_clocks]
set_input_delay [expr $clk_period * $clk_io_pct] -clock clk0 $non_clock_inputs
set_output_delay [expr $clk_period * $clk_io_pct] -clock clk0 [all_outputs]
```
==> out/summary.log <==
[run_status] status finished clean
[worst_setup_path] critical path class in -> out
[clocking] number of sinks driven by the clock tree 4096
[sta] count of endpoints failing hold in the final timing report 0
[synthesis] number of standard cells after synthesis 6711
[drt] total DRC errors in the routed layout 0
[drt] number of DRC markers after the initial detailed-route iteration 4909
[synthesis] Synthesized registers 4096
[die] floorplan utilization 30.17%
[synthesis] synth warn 1
[worst_setup_path] cells along the critical path buf_8 > buf_4 > buf_4 > buf_4 > buf_4 > mux4_2 > a22oi_1 > a21oi_1 > o41ai_2 > nand4_1 > buf_4 > clkdlybuf4s50_1
[worst_setup_path] Crit-path slowest cell sky130_fd_sc_hd__o41ai_2
[worst_setup_path] peak per-stage delay on the critical path 0.85 ns
[cells_and_area] final instance area 179700 um^2
[clocking] count of buffers added by post-CTS timing repair for setup 0
[worst_setup_path] Buf+Inv Stages, Crit Path 7
[global_route] GRT Util Overall 16.36%
[worst_setup_path] Data arrival, critical path 10.38 ns
[synthesis] most area-consuming cells after synthesis sky130_fd_sc_hd__edfxtp_1 (79%), sky130_fd_sc_hd__mux4_2 (15%), sky130_fd_sc_hd__a22oi_1 (2.5%)
[clocking] Clk pin slew, worst setup/hold paths 0.06 ns
[drt] Detail Route Antenna Nets 0
[clocking] Clock Tree Root sky130_fd_sc_hd__clkbuf_16
[sta] worst hold slack after final layout 3.485 ns
[die] die extent in y 721.0 um
[placed_design] post-detailed-placement cell area 166600 um^2
[die] standard-cell rows 263
[drt] drt via density 5.041
[worst_setup_path] kind of end point of the critical path output port
[synthesis] AND-OR/OR-AND Cells, Area Fraction 3.666%
[worst_hold_path] Hold Crit Class in -> reg
[power] static power due to leakage 54.15 nW
[synthesis] prevailing logic family in the synthesized netlist multiplexers
[power] PwrDens 96.97 nW/um^2
[cells_and_area] area added between synthesis and finish 15.89%
[global_route] global route total overflow 0
[die] core region area 514000 um^2
[synthesis] area leader, netlist sky130_fd_sc_hd__edfxtp_1
[synthesis] post-synthesis xor/xnor area fraction 0%
[sta] headroom to the max-slew limit 14.53%
[clocking] htree depth 5
[placed_design] Detailed Place HPWL 230200 um
[clocking] buffer depth of the longest clock path 4
[synthesis] Syn Std Cell Area 155100 um^2
[sta] slew at the pin closest to its max-slew limit 1.268 ns
[worst_setup_path] family of cells with the greatest summed delay on the critical path buffers and inverters
[sta] setup repair after global routing missed its margin no
[worst_hold_path] Hold Path Origin d_dataout[4]
[drt] wire length reported by the detailed router 396800 um
[worst_setup_path] crit path max fanout 61
[clocking] TritonCTS clock tree built
[drt] average wire per standard cell 27.40 um
[clocking] CTS buffer count 411
[clocking] cell resize tally after clock tree synthesis 0
[die] Chip Width 721.0 um
[drt] drt pass-1 iters 7
[die] chip area 519800 um^2
[placed_design] number of buffers added on ports 41
[synthesis] Yosys Instances 6711
[synthesis] Synth Area in Adders 0%
[clocking] total of hold buffers inserted after clock tree synthesis 0
[cells_and_area] Fill cells 46390
[worst_setup_path] Crit path top cell by count sky130_fd_sc_hd__buf_4
[placed_design] routability cong. 0.8523
[synthesis] Area leader share 79.31%
[sta] maximum clock frequency 69.23 MHz
[synthesis] average size of a mapped cell 23.11 um^2
[worst_setup_path] kind of start point of the critical path input pin
[global_route] first-pass GRT wire length 570800 um
[die] count of boundary I/O pins 42
[power] maximum VDD drop 0.00007514 V
[sta] Final min period 14.44 ns
[worst_setup_path] Critical Path RT 16.24 ns
[synthesis] simple-gate share of the synthesized area 0.9093%
[sta] number of setup violations in the final report 0
[synthesis] area fraction in mux cells 14.87%
[sta] share of the cycle needed by the critical path after routing 71.15%
[sta] Slew Limit Fails 0
[synthesis] synthesis area per yosys 155100 um^2
[drt] routed vias 72990
[cells_and_area] top library cells by usage in the layout, fill and taps aside sky130_fd_sc_hd__edfxtp_1 (4096), sky130_fd_sc_hd__mux4_2 (1024), sky130_fd_sc_hd__a22oi_1 (512), sky130_fd_sc_hd__buf_4 (472), sky130_fd_sc_hd__clkbuf_16 (419)
[global_route] via count of the first global-routing pass 82290
[global_route] maximum number of pins on one net before global-route repair 137
[sta] Setup TNS Final 0 ns
[placed_design] setup slack after placement 5.668 ns
[worst_hold_path] number of instances on the worst hold path 1
[synthesis] count of unique library cells instantiated by Yosys 21
[job] max capacitance violation total 0
[job] stage-log warning count 38
[synthesis] register area share after synthesis 79.31%
[sta] final worst-path setup slack 5.856 ns
[cells_and_area] number of flip-flops in the largest register 4096
[cells_and_area] commonest non-fill, non-tap cell in the layout sky130_fd_sc_hd__edfxtp_1
[worst_hold_path] endpoint of the worst hold path Memory[234][4]$_DFFE_PP_
[cells_and_area] fraction of layout cells with a size suffix above 1 29.33%
[global_route] initial antenna violation count 22
[per-layer routing]
layer  track usage, %  up-vias  part of all wire, %
li1                 -    30070                    -
met1            16.24    37250                   30
met2            24.82     5048                   48
met3            15.03      591                   20
met4            3.883       40                  2.8
met5           0.5918        -                 0.15
[worst max path at each step]
| stage | cells after the start | slack (ns) | startpoint | endpoint |
|---|---|---|---|---|
| after global routing | 13 | 5.34 | d_addr[0] | d_datain[13] |
| final | 12 | 5.86 | d_addr[1] | d_datain[13] |
| after CTS | 12 | 5.68 | d_addr[0] | d_datain[11] |
[area by class of cell]
type | count | area [um^2] | share of cell area [%]
flip-flops and latches | 4096 | 123000 | 68.44
multi-input cells | 2194 | 30710 | 17.09
clock buffers | 502 | 10800 | 6.008
well taps | 6890 | 8621 | 4.797
repair buffers | 525 | 4297 | 2.391
clock inverters | 257 | 2255 | 1.255
diodes | 15 | 37.54 | 0.02089
inverters | 1 | 3.754 | 0.002089
[cell families after synthesis]
kind of cell	Yosys count
AND/OR/NAND/NOR	338
flip-flops	4096
multiplexers	1024
AND-OR/OR-AND	832
buffers and inverters	421
[power breakdown]
part           internal [mW]  switching (mW)
sequential              9.32         0.00383
combinational          0.268           0.528
clock                   4.17            3.13
[through the flow]
stage / instances / total power, mW / util (%)
6_report: 14480 / 17.43 / 34.96
5_1_grt: 14470 / 17.93 / 34.96
4_1_cts: 14470 / 17.56 / 34.95
3_5_place_dp: 13710 / 10.31 / 32.42
3_3_place_gp: 13710 / 10.29 / 32.41
2_1_floorplan: 6711 / 9.906 / -
[cell usage after synthesis]
master and number:
sky130_fd_sc_hd__nor3_1 30, sky130_fd_sc_hd__clkbuf_1 249, sky130_fd_sc_hd__mux4_2 1024, sky130_fd_sc_hd__or2_2 2, sky130_fd_sc_hd__buf_2 76, sky130_fd_sc_hd__a21oi_1 256, sky130_fd_sc_hd__nor2b_1 7, sky130_fd_sc_hd__a22oi_1 512
sky130_fd_sc_hd__nand2b_1 6, sky130_fd_sc_hd__buf_4 16, sky130_fd_sc_hd__inv_1 1, sky130_fd_sc_hd__and2_1 3, sky130_fd_sc_hd__nor2_1 232, sky130_fd_sc_hd__buf_1 54, sky130_fd_sc_hd__o41ai_1 64, sky130_fd_sc_hd__nand3_1 13
sky130_fd_sc_hd__nand2_1 28, sky130_fd_sc_hd__edfxtp_1 4096, sky130_fd_sc_hd__buf_6 25, sky130_fd_sc_hd__or3_1 1, sky130_fd_sc_hd__nand4_1 16
Power figures rest on the tool's default switching activity, not on a simulated workload.
